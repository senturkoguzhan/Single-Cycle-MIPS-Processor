==> ./run.sh <==
#!/bin/bash
# OpenROAD 26Q1-2900-gdf79404cd8, Yosys 0.63+post, stock flow scripts
make -C /OpenROAD-flow-scripts/flow DESIGN_CONFIG=/design/flow/config.mk WORK_HOME=/design/flow/orfs finish
==> ./config.mk <==
export PLATFORM = sky130hd
export DESIGN_NAME = ALU_32BIT
export DESIGN_NICKNAME = ALU_32BIT
export VERILOG_FILES = /design/flow/design.v
export SDC_FILE = /design/flow/constraint.sdc
export NUM_CORES = 4
export LEC_CHECK = 1
export CORE_UTILIZATION = 40
==> ./constraint.sdc <==
current_design ALU_32BIT

set clk_period 20.6
set clk_io_pct 0.2

create_clock -name clk0 -period $clk_period

set non_clock_inputs [all_inputs -no_clocks]
set_input_delay [expr $clk_period * $clk_io_pct] -clock clk0 $non_clock_inputs
set_output_delay [expr $clk_period * $clk_io_pct] -clock clk0 [all_outputs]
==> ./design.v <==
module ALU_1BIT(
    output R,
    output c_out,
    input A_i,
    input B_i,
    input c_in,
    input [2:0] OP,
    input SLT
    );
    wire xor_res, and1_res, or1_res;
    wire not1_res, and2_res, and3_res;
    wire or2_res, not2_res, and4_res;
    BUILD_XOR xor1(xor_res, B_i, OP[2]);
    and and1(and1_res, xor_res, A_i);
    or or1(or1_res, xor_res, A_i);
    not not1(not1_res, and1_res);
    and and2(and2_res, not1_res, or1_res);
    and and3(and3_res, and2_res, c_in);
    or or2(or2_res, and2_res, c_in);
    or or3(c_out, and3_res, and1_res);
    not not2(not2_res, and3_res);
    and and4(and4_res, not2_res, or2_res);
    MUX4x1 mux1(R, and1_res, or1_res, and4_res, SLT, OP[0], OP[1]);
endmodule
module ALU_32BIT(
    output [31:0]resAlu32,
    output c_out,
	 output V,
	 output Z,
    input [31:0]A,
    input [31:0]B,
    input [2:0] OP,
	 input [2:0] select
    );
    wire c0,c1,c2,c3,c4,c5,c6,c7,c8,c9,c10,c11,c12,c13,c14,c15,c16,c17,c18,c19,c20,c21,c22,c23,c24,c25,c26,c27,c28,c29,c30,c31;
	 wire set,or_result;
	 wire [31:0] Res0,Res1,Res2,Res3,Res4,Res5,Res6,Res7;
	 wire cout1,cout2,cout3,cout4,cout5,cout6;
	 ALU_1BIT alu0(Res0[0],c0,A[0],B[0],OP[2],OP,set);
	 ALU_1BIT alu1(Res0[1],c1,A[1],B[1],c0,OP,1'b0);
	 ALU_1BIT alu2(Res0[2],c2,A[2],B[2],c1,OP,1'b0);
	 ALU_1BIT alu3(Res0[3],c3,A[3],B[3],c2,OP,1'b0);
	 ALU_1BIT alu4(Res0[4],c4,A[4],B[4],c3,OP,1'b0);
	 ALU_1BIT alu5(Res0[5],c5,A[5],B[5],c4,OP,1'b0);
	 ALU_1BIT alu6(Res0[6],c6,A[6],B[6],c5,OP,1'b0);
	 ALU_1BIT alu7(Res0[7],c7,A[7],B[7],c6,OP,1'b0);
	 ALU_1BIT alu8(Res0[8],c8,A[8],B[8],c7,OP,1'b0);
	 ALU_1BIT alu9(Res0[9],c9,A[9],B[9],c8,OP,1'b0);
	 ALU_1BIT alu10(Res0[10],c10,A[10],B[10],c9,OP,1'b0);
	 ALU_1BIT alu11(Res0[11],c11,A[11],B[11],c10,OP,1'b0);
	 ALU_1BIT alu12(Res0[12],c12,A[12],B[12],c11,OP,1'b0);
	 ALU_1BIT alu13(Res0[13],c13,A[13],B[13],c12,OP,1'b0);
	 ALU_1BIT alu14(Res0[14],c14,A[14],B[14],c13,OP,1'b0);
	 ALU_1BIT alu15(Res0[15],c15,A[15],B[15],c14,OP,1'b0);
	 ALU_1BIT alu16(Res0[16],c16,A[16],B[16],c15,OP,1'b0);
	 ALU_1BIT alu17(Res0[17],c17,A[17],B[17],c16,OP,1'b0);
	 ALU_1BIT alu18(Res0[18],c18,A[18],B[18],c17,OP,1'b0);
	 ALU_1BIT alu19(Res0[19],c19,A[19],B[19],c18,OP,1'b0);
	 ALU_1BIT alu20(Res0[20],c20,A[20],B[20],c19,OP,1'b0);
	 ALU_1BIT alu21(Res0[21],c21,A[21],B[21],c20,OP,1'b0);
	 ALU_1BIT alu22(Res0[22],c22,A[22],B[22],c21,OP,1'b0);
	 ALU_1BIT alu23(Res0[23],c23,A[23],B[23],c22,OP,1'b0);
	 ALU_1BIT alu24(Res0[24],c24,A[24],B[24],c23,OP,1'b0);
	 ALU_1BIT alu25(Res0[25],c25,A[25],B[25],c24,OP,1'b0);
	 ALU_1BIT alu26(Res0[26],c26,A[26],B[26],c25,OP,1'b0);
	 ALU_1BIT alu27(Res0[27],c27,A[27],B[27],c26,OP,1'b0);
	 ALU_1BIT alu28(Res0[28],c28,A[28],B[28],c27,OP,1'b0);
	 ALU_1BIT alu29(Res0[29],c29,A[29],B[29],c28,OP,1'b0);
	 ALU_1BIT alu30(Res0[30],c30,A[30],B[30],c29,OP,1'b0);
	 MSB_ALU_1BIT alu31(Res0[31],c_out,V,set,A[31],B[31],c30,OP,1'b0);
	 FULL_ADDER_32 ins1(Res1,cout1,A,32'h00000001,1'b0);
	 FULL_ADDER_32 ins2(Res2,cout2,A,32'h00000002,1'b0);
	 FULL_ADDER_32 ins3(Res3,cout3,A,32'h00000003,1'b0);
	 FULL_ADDER_32 ins4(Res4,cout4,A,32'h00000004,1'b0);
	 FULL_ADDER_32 ins5(Res5,cout5,A,32'h00000005,1'b0);
	 FULL_ADDER_32 ins6(Res6,cout6,A,32'h00000006,1'b0);
	 MUX_8X1_32 mux1(resAlu32,Res0,Res1,Res2,Res3,Res4,Res5,Res6,Res7,select);
	 or(or_result,resAlu32[0],resAlu32[1],
	 resAlu32[2],resAlu32[3],
	 resAlu32[4],resAlu32[5],
	 resAlu32[6],resAlu32[7],
	 resAlu32[8],resAlu32[9],
	 resAlu32[10],resAlu32[11],
	 resAlu32[12],resAlu32[13],
	 resAlu32[14],resAlu32[15],
	 resAlu32[16],resAlu32[17],
	 resAlu32[18],resAlu32[19],
	 resAlu32[20],resAlu32[21],
	 resAlu32[22],resAlu32[23],
	 resAlu32[24],resAlu32[25],
	 resAlu32[26],resAlu32[27],
	 resAlu32[28],resAlu32[29],
	 resAlu32[30],resAlu32[31]
	 );
	 not(Z,or_result);
endmodule
module BUILD_XOR (c, a, b); 
	 input a, b; 
	 output c; 
	 wire c, a_not, b_not, y, x; 
	 not a_inv (a_not, a); 
	 not b_inv (b_not, b); 
	 and a1 (x, a_not, b); 
	 and a2 (y, b_not, a); 
	 or out (c, x, y); 
endmodule 
module FULL_ADDER (sum, carry_out, a, b, carry_in);
input a, b, carry_in;
output sum, carry_out;
wire temp_sum, first_carry_out, second_carry_out;
HALF_ADDER first_sum(temp_sum, first_carry_out, a, b);
HALF_ADDER second_sum(sum, second_carry_out, temp_sum, carry_in);
or final_carry_out(carry_out, second_carry_out, first_carry_out);
endmodule
module FULL_ADDER_32(resadder, cout, x, y, cin);
input [31:0] x;
input [31:0] y;
input cin;
output cout;
output [31:0] resadder;
wire c1,c2,c3,c4,c5,c6,c7,c8,c9,c10,c11,c12,c13,c14,c15,c16,c17,c18,c19,c20,c21,c22,c23,c24,c25,c26,c27,c28,c29,c30,c31;
FULL_ADDER FA0(resadder[0], c1, x[0], y[0], cin);
FULL_ADDER FA1(resadder[1], c2, x[1], y[1], c1);
FULL_ADDER FA2(resadder[2], c3, x[2], y[2], c2);
FULL_ADDER FA3(resadder[3], c4, x[3], y[3], c3);
FULL_ADDER FA4(resadder[4], c5, x[4], y[4], c4);
FULL_ADDER FA5(resadder[5], c6, x[5], y[5], c5);
FULL_ADDER FA6(resadder[6], c7, x[6], y[6], c6);
FULL_ADDER FA7(resadder[7], c8, x[7], y[7], c7);
FULL_ADDER FA8(resadder[8], c9, x[8], y[8], c8);
FULL_ADDER FA9(resadder[9], c10, x[9], y[9], c9);
FULL_ADDER FA10(resadder[10], c11, x[10], y[10], c10);
FULL_ADDER FA11(resadder[11], c12, x[11], y[11], c11);
FULL_ADDER FA12(resadder[12], c13, x[12], y[12], c12);
FULL_ADDER FA13(resadder[13], c14, x[13], y[13], c13);
FULL_ADDER FA14(resadder[14], c15, x[14], y[14], c14);
FULL_ADDER FA15(resadder[15], c16, x[15], y[15], c15);
FULL_ADDER FA16(resadder[16], c17, x[16], y[16], c16);
FULL_ADDER FA17(resadder[17], c18, x[17], y[17], c17);
FULL_ADDER FA18(resadder[18], c19, x[18], y[18], c18);
FULL_ADDER FA19(resadder[19], c20, x[19], y[19], c19);
FULL_ADDER FA20(resadder[20], c21, x[20], y[20], c20);
FULL_ADDER FA21(resadder[21], c22, x[21], y[21], c21);
FULL_ADDER FA22(resadder[22], c23, x[22], y[22], c22);
FULL_ADDER FA23(resadder[23], c24, x[23], y[23], c23);
FULL_ADDER FA24(resadder[24], c25, x[24], y[24], c24);
FULL_ADDER FA25(resadder[25], c26, x[25], y[25], c25);
FULL_ADDER FA26(resadder[26], c27, x[26], y[26], c26);
FULL_ADDER FA27(resadder[27], c28, x[27], y[27], c27);
FULL_ADDER FA28(resadder[28], c29, x[28], y[28], c28);
FULL_ADDER FA29(resadder[29], c30, x[29], y[29], c29);
FULL_ADDER FA30(resadder[30], c31, x[30], y[30], c30);
FULL_ADDER FA31(resadder[31], cout, x[31], y[31], c31);
endmodule
module HALF_ADDER (sum, carry_out, a, b);
input a, b;
output sum, carry_out;
xor sum_of_digits(sum, a, b);
and carry_of_sum(carry_out, a, b);
endmodule
module MSB_ALU_1BIT(
    output R,
    output c_out,
	 output V,
	 output set,
    input A_i,
    input B_i,
    input c_in,
    input [2:0] OP,
    input SLT
    );
    wire xor_res, and1_res, or1_res;
    wire not1_res, and2_res, and3_res;
    wire or2_res, not2_res, and4_res;
    BUILD_XOR xor1(xor_res, B_i, OP[2]);
    and and1(and1_res, xor_res, A_i);
    or or1(or1_res, xor_res, A_i);
    not not1(not1_res, and1_res);
    and and2(and2_res, not1_res, or1_res);
    and and3(and3_res, and2_res, c_in);
    or or2(or2_res, and2_res, c_in);
    or or3(c_out, and3_res, and1_res);
    not not2(not2_res, and3_res);
    and and4(and4_res, not2_res, or2_res);
	 BUILD_XOR xor2(V, c_out, c_in);
	 BUILD_XOR xor3(set, and4_res, V);
    MUX4x1 mux1(R, and1_res, or1_res, and4_res, SLT, OP[0], OP[1]);
endmodule
module MUX4x1(
    output Y,
    input A0,
    input A1,
    input A2,
    input A3,    
    input S0,
    input S1
    );
    wire s0n,s1n;  
    wire w1,w2,w3,w4;
    not n1(s0n,S0);
    not n2(s1n,S1);
    and and1(w1,A0,s1n,s0n);
    and and2(w2,A1,s1n,S0);
    and and3(w3,A2,S1,s0n);
    and and4(w4,A3,S1,S0);
    or or1(Y,w1,w2,w3,w4);   
endmodule
module MUX_2X1 (out,a,b,s);
	output out;
	input a,b,s;
	wire and_1,and_2,s_c;
	not (s_c,s);
	and (and_1,a,s_c);
	and (and_2,b,s);
	or (out,and_1,and_2);
endmodule
module MUX_2X1_32 (out,a,b,s);
	input [31:0] a;
	input [31:0] b;
	input s;
	output[31:0] out;
	MUX_2X1 mux1(out[0],a[0],b[0],s);
	MUX_2X1 mux2(out[1],a[1],b[1],s);
	MUX_2X1 mux3(out[2],a[2],b[2],s);
	MUX_2X1 mux4(out[3],a[3],b[3],s);
	MUX_2X1 mux5(out[4],a[4],b[4],s);
	MUX_2X1 mux6(out[5],a[5],b[5],s);
	MUX_2X1 mux7(out[6],a[6],b[6],s);
	MUX_2X1 mux8(out[7],a[7],b[7],s);
	MUX_2X1 mux9(out[8],a[8],b[8],s);
	MUX_2X1 mux10(out[9],a[9],b[9],s);
	MUX_2X1 mux11(out[10],a[10],b[10],s);
	MUX_2X1 mux12(out[11],a[11],b[11],s);
	MUX_2X1 mux13(out[12],a[12],b[12],s);
	MUX_2X1 mux14(out[13],a[13],b[13],s);
	MUX_2X1 mux15(out[14],a[14],b[14],s);
	MUX_2X1 mux16(out[15],a[15],b[15],s);
	MUX_2X1 mux17(out[16],a[16],b[16],s);
	MUX_2X1 mux18(out[17],a[17],b[17],s);
	MUX_2X1 mux19(out[18],a[18],b[18],s);
	MUX_2X1 mux20(out[19],a[19],b[19],s);
	MUX_2X1 mux21(out[20],a[20],b[20],s);
	MUX_2X1 mux22(out[21],a[21],b[21],s);
	MUX_2X1 mux23(out[22],a[22],b[22],s);
	MUX_2X1 mux24(out[23],a[23],b[23],s);
	MUX_2X1 mux25(out[24],a[24],b[24],s);
	MUX_2X1 mux26(out[25],a[25],b[25],s);
	MUX_2X1 mux27(out[26],a[26],b[26],s);
	MUX_2X1 mux28(out[27],a[27],b[27],s);
	MUX_2X1 mux29(out[28],a[28],b[28],s);
	MUX_2X1 mux30(out[29],a[29],b[29],s);
	MUX_2X1 mux31(out[30],a[30],b[30],s);
	MUX_2X1 mux32(out[31],a[31],b[31],s);
endmodule
module MUX_4X1_32(out,i0,i1,i2,i3,s);
input [31:0] i0,i1,i2,i3;
input [1:0]s;
output [31:0] out;
wire [31:0]w1,w2;
MUX_2X1_32 mux_1(w1,i0,i1,s[0]);
MUX_2X1_32 mux_2(w2,i2,i3,s[0]);
MUX_2X1_32 mux_3(out,w1,w2,s[1]);
endmodule
module MUX_8X1_32(R,A1,A2,A3,A4,A5,A6,A7,A8,S);
input [31:0] A1,A2,A3,A4,A5,A6,A7,A8;
input [2:0] S;
output [31:0] R;
wire [31:0] r1,r2;
MUX_4X1_32 m1(r1,A1,A2,A3,A4,{S[1],S[0]});
MUX_4X1_32 m2(r2,A5,A6,A7,A8,{S[1],S[0]});
MUX_2X1_32 m3(R,r1,r2,S[2]);
endmodule
==> results.py <==
# Synthesis and PnR figures
metrics = {
    "synth": {
        "avgSynthCellArea_um2": 9.111,
        "syn-cell-area_mm2": 0.007079,
        "syn_inst": 777,
        "yosysSeqAreaShare": 0,
        "yosys_area_mm2": 0.007079,
        "ys_cells": 777,
        "synth.distinct_cells": 46,
        "yosysWarningCount": 32,
    },
    "floorplanning": {
        "die_area_mm2": 0.01823,
        "die_y_um": 135.0,
        "die_x_um": 135.0,
        "coreArea_mm2": 0.01730,
        "io_pins": 105,
        "initCoreUtil": 0.4093,
        "num_rows": 48,
    },
    "setup_path": {
        "crit_top_cell": "fa_2",
        "end_kind": "output port",
        "path_delay_family": "adder cells",
        "cp.arrival_ps": 17390,
        "critical_path.max_fanout": 2,
        "required_ps": 16480,
        "worstSetupStartpointType": "input pin",
        "worst-path-buf-inv": 3,
        "criticalPathCategory": "in2out",
        "slowest_delay_ps": 420,
        "slowest_stage": "fa_2",
    },
    "placed_design": {
        "routabilityCongestion": 0.8385,
        "place_ws_ps": -1803,
        "dp.cells": 1062,
        "placement.io_buffers": 105,
        "place_hpwl_um": 13570,
    },
    "pwr": {
        "switching_share": 0.4946,
        "pwr-share-clk": 0,
        "p_seq_frac": 0,
        "p_leak_nw": 4.290,
        "p_per_area_mw_per_mm2": 20.59,
        "combPwrFrac": 1.000,
        "internal_power_mw": 0.08732,
        "p_sw_mw": 0.08545,
        "finalPower_mw": 0.1728,
        "peakVddDrop_uv": 15.32,
    },
    "global_route": {
        "grt_max_degree": 40,
        "grt_pass1_wl_um": 28990,
        "grt-ovfl-total": 0,
        "grt_pass1_vias": 5723,
        "antenna_found_initial": 0,
        "grt.total_usage": 0.2009,
    },
    "sta": {
        "max_freq_mhz": 46.49,
        "final_max_slew_viol_count": 0,
        "rsz0062_at_grt": "yes",
        "setup_viol": 6,
        "relSlewSlack": 0.4692,
        "fin_crit_sh": 1.044,
        "setup_ws_ps": -908.6,
        "fin_setup_tns_ps": -3443,
        "layout_min_cycle_time_ps": 21510,
        "worst_slew_pin_slew_ps": 786.2,
        "finalHoldViolations": 0,
    },
    "job": {
        "maxCapViolCount": 0,
        "tool_warnings": 103,
    },
    "run_status": {
        "violations": "negative setup slack",
        "status": "complete, but fails checks",
    },
    "routing": {
        "ant_nets": 0,
        "drt_iter0_markers": 253,
        "viasPerCell": 5.267,
        "first_pass_iters": 6,
        "route.detailed.drc": 0,
        "dr_total_vias": 5641,
        "totalWireLength_um": 17040,
        "wl_per_cell_um": 15.91,
        "diodes": 0,
    },
    "cells_and_area": {
        "instances_no_fill": 1071,
        "area_growth_pct": 18.50,
        "utilization": 0.4850,
        "n_clock_buffer": 0,
        "drive_above_1_share": 0.1466,
        "seq_cell_count": 0,
        "regArea_um2": 0,
    },
    "hold_path": {
        "min_path_type": "in2out",
    },
    "clocking": {
        "cts.hold.buffers_added": 0,
    },
}
==> timing repair <==
action                                 CTS  global route
setup buffers                           11             1
cloned                                   0             0
resized                                 45             3
setup endpoints to repair                8             8
endpoints found under the hold margin    0             0
pin swaps                               44            38
==> placed cells by master, fill, tap and decap left out, types with 3 or more instances in the layout <==
cell type        synthesis  final
a211oi_1                11     11
a21oi_1                 48     45
a21oi_2                  0      3
a221oi_1                19     19
a2bb2oi_1                6      6
buf_2                   20      6
buf_4                   36     37
buf_6                    0     12
clkdlybuf4s50_1          0     92
fa_2                     0     32
ha_1                   241    241
inv_1                   70     69
inv_2                    3      4
mux2_1                  15     15
mux2_2                  22     21
mux2i_1                 56     56
nand2_1                 10     10
nand2b_1                 3      3
nand3_1                  3      3
nor2_1                  29     29
nor2b_1                  4      3
nor3_1                   8      8
nor4_1                   5      5
o211ai_1                 4      4
o21a_1                   6      6
o21ai_0                 14     14
o21ai_1                  9      9
o221ai_1                19     19
o22ai_1                  4      4
xnor2_1                  6      6
xor2_1                  32     31
==> synth_stat cells (2+ instances only) <==
cell type | count | area, um^2
clkbuf_1 | 23 | 86.33
o221ai_1 | 19 | 166.4
xor2_1 | 32 | 280.3
a2111oi_0 | 2 | 17.52
buf_2 | 20 | 100.1
a211oi_1 | 11 | 82.58
xnor2_1 | 6 | 52.55
o22ai_1 | 4 | 25.02
mux2_2 | 22 | 247.7
mux4_2 | 2 | 45.04
nand2b_1 | 3 | 18.77
nand3_1 | 3 | 15.01
buf_4 | 36 | 270.3
a21oi_1 | 48 | 240.2
nor2b_1 | 4 | 25.02
nor3_1 | 8 | 40.04
mux2_1 | 15 | 168.9
nor2_1 | 29 | 108.9
ha_1 | 241 | 3015
fa_1 | 32 | 640.6
o211ai_1 | 4 | 30.03
o21ai_1 | 9 | 45.04
a221oi_1 | 19 | 166.4
mux2i_1 | 56 | 560.5
a2bb2oi_1 | 6 | 52.55
nand2_1 | 10 | 37.54
nor4_1 | 5 | 31.28
o21ai_0 | 14 | 70.07
inv_1 | 70 | 262.8
o21a_1 | 6 | 45.04
inv_2 | 3 | 11.26
==> worst paths after layout <==
path / startpoint / to / slack, ps / cells past startpoint
max: B[0] / Z / -910 / 41
min: select[1] / resAlu32[29] / 9060 / 5
==> cell families (layout without fill, tap and decap cells) <==
group,count (synthesis),after routing,synth area share
xor+xnor,38,38,0.04701
mux,95,95,0.1444
compound gates,150,150,0.1421
fa+ha+maj,273,273,0.5164
buf+inv,153,222,0.1037
simple gates,68,68,0.04631
==> layout make-up <==
type               count  area (um^2)
inverters             73        274.0
fillers             1638         8907
repair buffers       149         1378
multi-input cells    624         6456
well taps            225        281.5
==> layer usage <==
metal / GRT usage / vias to the layer above / wire length [um] / share of wire
met5: 0 / - / 0 / 0
met4: 0.005618 / 0 / 45 / 0.0026
met3: 0.007280 / 2 / 754 / 0.044
met2: 0.3471 / 108 / 7995 / 0.47
met1: 0.2962 / 2634 / 8239 / 0.48
li1: - / 2897 / - / -
==> through the flow <==
step	hold slack [ps]	area [um^2]
3_3_place_gp	9347	8275
5_1_grt	9118	8389
4_1_cts	9085	8396
6_report	9062	8389
2_1_floorplan	8486	7211
3_5_place_dp	9344	8275
==> power by group through the flow <==
stage	clock network, mW	registers [mW]	logic [mW]
5_1_grt	0	0	0.197
6_report	0	0	0.173
4_1_cts	0	0	0.175
Power figures rest on the tool's default switching activity, not on a simulated workload.
