==> design.v <==
module MUX_2X1 (out,a,b,s);
	output out;
	input a,b,s;
	wire and_1,and_2,s_c;
	not (s_c,s);
	and (and_1,a,s_c);
	and (and_2,b,s);
	or (out,and_1,and_2);
endmodule
module MUX_2X1_32 (out,a,b,s);
	input [31:0] a;
	input [31:0] b;
	input s;
	output[31:0] out;
	MUX_2X1 mux1(out[0],a[0],b[0],s);
	MUX_2X1 mux2(out[1],a[1],b[1],s);
	MUX_2X1 mux3(out[2],a[2],b[2],s);
	MUX_2X1 mux4(out[3],a[3],b[3],s);
	MUX_2X1 mux5(out[4],a[4],b[4],s);
	MUX_2X1 mux6(out[5],a[5],b[5],s);
	MUX_2X1 mux7(out[6],a[6],b[6],s);
	MUX_2X1 mux8(out[7],a[7],b[7],s);
	MUX_2X1 mux9(out[8],a[8],b[8],s);
	MUX_2X1 mux10(out[9],a[9],b[9],s);
	MUX_2X1 mux11(out[10],a[10],b[10],s);
	MUX_2X1 mux12(out[11],a[11],b[11],s);
	MUX_2X1 mux13(out[12],a[12],b[12],s);
	MUX_2X1 mux14(out[13],a[13],b[13],s);
	MUX_2X1 mux15(out[14],a[14],b[14],s);
	MUX_2X1 mux16(out[15],a[15],b[15],s);
	MUX_2X1 mux17(out[16],a[16],b[16],s);
	MUX_2X1 mux18(out[17],a[17],b[17],s);
	MUX_2X1 mux19(out[18],a[18],b[18],s);
	MUX_2X1 mux20(out[19],a[19],b[19],s);
	MUX_2X1 mux21(out[20],a[20],b[20],s);
	MUX_2X1 mux22(out[21],a[21],b[21],s);
	MUX_2X1 mux23(out[22],a[22],b[22],s);
	MUX_2X1 mux24(out[23],a[23],b[23],s);
	MUX_2X1 mux25(out[24],a[24],b[24],s);
	MUX_2X1 mux26(out[25],a[25],b[25],s);
	MUX_2X1 mux27(out[26],a[26],b[26],s);
	MUX_2X1 mux28(out[27],a[27],b[27],s);
	MUX_2X1 mux29(out[28],a[28],b[28],s);
	MUX_2X1 mux30(out[29],a[29],b[29],s);
	MUX_2X1 mux31(out[30],a[30],b[30],s);
	MUX_2X1 mux32(out[31],a[31],b[31],s);
endmodule
module MUX_5X1_32(out2,i0,i1,i2,i3,i4,s0);
input [31:0] i0,i1,i2,i3,i4;
input [2:0]s0;
output [31:0] out2;
wire [31:0]w1,w2,out;
MUX_2X1_32 mux_1(w1,i0,i1,s0[0]);
MUX_2X1_32 mux_2(w2,i2,i3,s0[0]);
MUX_2X1_32 mux_3(out,w1,w2,s0[1]);
MUX_2X1_32 mux_4(out2,out,i4,s0[2]);
endmodule
==> run.sh <==
#!/bin/bash
# OpenROAD 26Q1-2900-gdf79404cd8, Yosys 0.63+post, stock flow scripts
make -C /OpenROAD-flow-scripts/flow DESIGN_CONFIG=/design/flow/config.mk WORK_HOME=/design/flow/orfs finish
==> config.mk <==
export PLATFORM = sky130hd
export DESIGN_NAME = MUX_5X1_32
export DESIGN_NICKNAME = MUX_5X1_32
export VERILOG_FILES = /design/flow/design.v
export SDC_FILE = /design/flow/constraint.sdc
export NUM_CORES = 4
export LEC_CHECK = 1
export CORE_AREA = 10 10 91 91
export DIE_AREA = 0 0 101 101
==> constraint.sdc <==
current_design MUX_5X1_32

set clk_period 1.5
set clk_io_pct 0.2

create_clock -name clk0 -period $clk_period

set non_clock_inputs [all_inputs -no_clocks]
set_input_delay [expr $clk_period * $clk_io_pct] -clock clk0 $non_clock_inputs
set_output_delay [expr $clk_period * $clk_io_pct] -clock clk0 [all_outputs]
==> out/qor.yml <==
power_and_ir_drop:
  p_int_mw: 0.678
  ir_drop_mv: 0.153
  pwr-share-seq_pct: 0
  comb_power_share_pct: 100.0
  pwr_density_cell_mw_per_mm2: 252
  switchingPower_mw: 0.377
  switching_share_pct: 35.7
  power_leakage_nw: 2.32
  p_clk_share_pct: 0
  power.total_mw: 1.05
grt:
  grt_pass1_vias: 2439
  grt_remaining_overflow: 0
  grt_max_degree: 33
  grtUsageTotal_pct: 15.7
  grt_pass1_wl_um: 13000
  antenna_found_initial: 1
routing:
  avgViaCountPerCell: 4.83
  ant_nets: 0
  dr.pass1.iters: 3
  drc: 0
  detail_route.wl_per_cell_um: 19.5
  wirelength_um: 9030
  dr_total_vias: 2234
  drtIter0Drc: 23
logic_synthesis:
  synthDistinctLibCells: 15
  yosys_warnings: 0
  yosys.stat.seqShare_pct: 0
  most_common_cell: "buf_4"
  top_cell_area_share_pct: 19.4
  top_area_cell: "mux2i_1"
  ys_cells: 215
  yosysChipArea_mm2: 0.00165
  synthTopCellsByCount: "buf_4, inv_1, mux2i_1, nor2b_1, a211oi_1"
  syn-cell-area_mm2: 0.00165
  syn_inst: 215
  synth.area.top_cells: "mux2i_1, buf_4, a211oi_1"
  syn_area_per_cell_um2: 7.69
place:
  port_buffers: 195
  dpl.hpwl_um: 7090
  place.gp.congestion: 0.763
  place_area_mm2: 0.00349
  dpl_worst_slack_ps: -830
layout:
  seq_area_um2: 0
  area_growth_pct: 153
  drive_above_1_share_pct: 42.1
  flop-count: 0
  stdcell_area_mm2: 0.00419
  fillerInstances: 490
  clkbuf_count: 0
sta:
  max_slew.worst_pin.slew_ps: 390
  rsz0062_at_grt: "yes"
  post-route-period-util_pct: 102
  setup_viol: 7
  finalHoldViolations: 0
  finalCriticalPeriod_ps: 1530
  max_freq_ghz: 0.654
  final.setup.worst_slack_ps: -28.1
  slew_viol_final: 0
  relSlewSlack_pct: 74.0
setup_path:
  critical_path.top_delay_family: "buffers and inverters"
  crit_end: "out2[27]"
  path_class: "primary input to primary output"
  crit_path_end_kind: "primary output"
  path_depth: 7
  critPathBufInv: 4
  cp_cell_sequence: "buf_8 -> nand2b_4 -> buf_6 -> buf_8 -> a211oi_2 -> a221oi_2 -> buf_2"
  slowest_stage: "nand2b_4"
  timing.critical_path.mode_cell: "buf_8"
  cpPeakStageDelay_ps: 180
  startpoint_type: "primary input"
  crit_start: "s0[2]"
  cp_max_fo: 6
  worst-endpoint-arrival_ps: 1230
  crit_required_ps: 1200
clock_network:
  cts_hold_buffers: 0
die:
  die_x_um: 101
  die_h_um: 101
  fp_util_pct: 26.0
  num_io_pins: 195
  die_area_mm2: 0.0102
  coreArea_mm2: 0.00635
  rows: 29
status:
  status: "complete, but fails checks"
  violations: "setup timing"
run:
  openroad.warnings: 34
  drv_cap: 0
hold_path:
  hp-class: "primary input to primary output"
[layout make-up]
class	instances	area, µm²	area share [%]
Timing Repair Buffer	223	2300	54.8
Multi-Input combinational cell	130	1680	40.0
Tap cell	77	96.3	2.30
Antenna cell	1	2.50	0.0597
Inverter	32	120	2.86
[worst min-delay path, stage by stage]
cell and delay [ps]:
dlymetal6s2s_1 120, inv_1 60, a221oi_2 50, buf_2 110
[cells by family after synthesis]
group	after synthesis	synth area share, %
compound gates	64	34.8
simple gates	34	13.3
buf+inv	85	32.5
mux	32	19.4
[power by group through the flow]
stage | logic [mW] | clock network [mW] | registers, mW
after global routing | 1.13 | 0 | 0
after CTS | 1.02 | 0 | 0
final | 1.05 | 0.0000000891 | 0
[worst min path at each step]
| stage | end | slack (ps) | start | depth (start not counted) |
|---|---|---|---|---|
| CTS | out2[4] | 1060 | i4[4] | 4 |
| global route | out2[3] | 960 | i4[3] | 4 |
| finish | out2[31] | 930 | i4[31] | 4 |
[repair_timing]
item                       4_1_cts  5_1_grt
cloned                           2        2
pin swaps                       55       29
setup endpoints to repair       32       32
buffers inserted                 8        1
resized                        287       83
[per-layer routing]
metal	vias to the layer above	routed length (µm)	track usage, %
li1	1103	-	-
met1	1023	3570	18.1
met2	106	4420	27.5
met3	2	1010	6.79
met4	0	28	0.536
met5	-	0	0
[metrics by stage]
| step | cells | setup TNS [ps] | hold WS (ps) | utilization (%) |
|---|---|---|---|---|
| after global routing | 462 | -539 | 957 | 66.0 |
| after detailed placement | 453 | -25570 | 1520 | 54.9 |
| final | 463 | -135 | 934 | 66.0 |
| after CTS | 462 | -331 | 1060 | 61.1 |
| after global placement | 453 | -25780 | 1530 | 54.9 |
| after floorplan | 215 | 0 | 802 | - |
[placed cells by master, fill, tap and decap left out, types with 7 or more instances in the layout]
cell and instances:
mux2i_1 29, nor2b_4 28, buf_2 32, a221oi_2 29, dlymetal6s2s_1 57, buf_4 10
buf_6 7, inv_1 31, clkdlybuf4s50_1 50, a211oi_2 27, dlygate4sd2_1 53
Power figures rest on the tool's default switching activity, not on a simulated workload.
